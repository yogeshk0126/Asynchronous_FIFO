## ./run.sh

```bash
#!/bin/bash
# OpenROAD 26Q1-2900-gdf79404cd8, Yosys 0.63+post, stock flow scripts
make -C /OpenROAD-flow-scripts/flow DESIGN_CONFIG=/design/flow/config.mk WORK_HOME=/design/flow/orfs finish
```

## ./config.mk

```make
export PLATFORM = sky130hd
export DESIGN_NAME = dual_clk_fifo
export DESIGN_NICKNAME = dual_clk_fifo
export VERILOG_FILES = /design/flow/design.v
export SDC_FILE = /design/flow/constraint.sdc
export NUM_CORES = 4
export LEC_CHECK = 1
export CORE_UTILIZATION = 50
```

## ./constraint.sdc

```tcl
current_design dual_clk_fifo

set clk_period 3.6
set clk_io_pct 0.2

create_clock -name clk0 -period $clk_period [get_ports {rclk}]
create_clock -name clk1 -period $clk_period [get_ports {wclk}]

set non_clock_inputs [all_inputs -no_clocks]
set_input_delay [expr $clk_period * $clk_io_pct] -clock clk0 $non_clock_inputs
set_output_delay [expr $clk_period * $clk_io_pct] -clock clk0 [all_outputs]
```

## ./design.v

```verilog
module dual_clk_fifo #(parameter DSIZE = 8,
 parameter ASIZE = 4)
 (output [DSIZE-1:0] rdata,
 output wfull,
 output rempty,
 input [DSIZE-1:0] wdata,
 input winc, wclk, wrst_n,
 input rinc, rclk, rrst_n);
 wire [ASIZE-1:0] waddr, raddr;
 wire [ASIZE:0] wptr, rptr, wq2_rptr, rq2_wptr;
 sync_r2w sync_r2w (.wq2_rptr(wq2_rptr), .rptr(rptr), .wclk(wclk), .wrst_n(wrst_n));
 sync_w2r sync_w2r (.rq2_wptr(rq2_wptr), .wptr(wptr), .rclk(rclk), .rrst_n(rrst_n));
 fifomem #(DSIZE, ASIZE) fifomem(.rdata(rdata), .wdata(wdata),
 .waddr(waddr), .raddr(raddr),
 .wclken(winc), .wfull(wfull),
 .wclk(wclk));
 rptr_empty #(ASIZE) rptr_empty
 (.rempty(rempty),
 .raddr(raddr),
 .rptr(rptr), .rq2_wptr(rq2_wptr),
 .rinc(rinc), .rclk(rclk),
 .rrst_n(rrst_n));
 wptr_full #(ASIZE) wptr_full
 (.wfull(wfull), .waddr(waddr),
 .wptr(wptr), .wq2_rptr(wq2_rptr),
 .winc(winc), .wclk(wclk),
 .wrst_n(wrst_n));
endmodule 
module fifomem #(parameter DATASIZE = 8,  
 parameter ADDRSIZE = 4)  
 (output [DATASIZE-1:0] rdata,
 input [DATASIZE-1:0] wdata,
 input [ADDRSIZE-1:0] waddr, raddr,
 input wclken, wfull, wclk);
 localparam DEPTH = 1<<ADDRSIZE;
 reg [DATASIZE-1:0] mem [0:DEPTH-1];
 assign rdata = mem[raddr];
 always @(posedge wclk)
 if (wclken && !wfull) mem[waddr] <= wdata;
endmodule 
module sync_r2w #(parameter ADDRSIZE = 4)
 (output reg [ADDRSIZE:0] wq2_rptr,
 input [ADDRSIZE:0] rptr,
 input wclk, wrst_n);
 reg [ADDRSIZE:0] wq1_rptr;
 always @(posedge wclk or negedge wrst_n)
 if (!wrst_n) {wq2_rptr,wq1_rptr} <= 0;
 else {wq2_rptr,wq1_rptr} <= {wq1_rptr,rptr};
endmodule 
module sync_w2r #(parameter ADDRSIZE = 4)
 (output reg [ADDRSIZE:0] rq2_wptr,
 input [ADDRSIZE:0] wptr,
 input rclk, rrst_n);
 reg [ADDRSIZE:0] rq1_wptr;
 always @(posedge rclk or negedge rrst_n)
 if (!rrst_n) {rq2_wptr,rq1_wptr} <= 0;
 else {rq2_wptr,rq1_wptr} <= {rq1_wptr,wptr};
endmodule
module rptr_empty #(parameter ADDRSIZE = 4)
 (output reg rempty,
 output [ADDRSIZE-1:0] raddr,
 output reg [ADDRSIZE :0] rptr,
 input [ADDRSIZE :0] rq2_wptr,
 input rinc, rclk, rrst_n);
 reg [ADDRSIZE:0] rbin;
 wire [ADDRSIZE:0] rgraynext, rbinnext;
 always @(posedge rclk or negedge rrst_n)
 if (!rrst_n) {rbin, rptr} <= 0;
 else {rbin, rptr} <= {rbinnext, rgraynext};
 assign raddr = rbin[ADDRSIZE-1:0];
 assign rbinnext = rbin + (rinc & ~rempty);
 assign rgraynext = (rbinnext>>1) ^ rbinnext;
 assign rempty_val = (rgraynext == rq2_wptr);
 always @(posedge rclk or negedge rrst_n)
 if (!rrst_n) rempty <= 1'b1;
 else rempty <= rempty_val;
endmodule
module wptr_full #(parameter ADDRSIZE = 4)
 (output reg wfull,
 output [ADDRSIZE-1:0] waddr,
 output reg [ADDRSIZE :0] wptr,
 input [ADDRSIZE :0] wq2_rptr,
 input winc, wclk, wrst_n);
 reg [ADDRSIZE:0] wbin;
 wire [ADDRSIZE:0] wgraynext, wbinnext;
 always @(posedge wclk or negedge wrst_n)
 if (!wrst_n) {wbin, wptr} <= 0;
 else {wbin, wptr} <= {wbinnext, wgraynext};
 assign waddr = wbin[ADDRSIZE-1:0];
 assign wbinnext = wbin + (winc & ~wfull);
 assign wgraynext = (wbinnext>>1) ^ wbinnext;
 assign wfull_val = (wgraynext=={~wq2_rptr[ADDRSIZE:ADDRSIZE-1],
 wq2_rptr[ADDRSIZE-2:0]});
 always @(posedge wclk or negedge wrst_n)
 if (!wrst_n) wfull <= 1'b0;
 else wfull <= wfull_val;
endmodule
```

==> flow_summary.json <==
{
  "ys_cells": 322,
  "status": "finished clean",
  "layout-drive-gt1-share": 0.235,
  "dr.pass1.iters": 4,
  "syn_to_final_growth_pct": 19.3,
  "power_per_cell_area_mw_per_mm2": 873,
  "clock_skew_ns": 0.00481,
  "grt_max_degree": 36,
  "yosys_area_sq_mm": 0.00636,
  "clk_pin_slew_ns": 0.05,
  "pin_count": 24,
  "ys_seq_share": 0.762,
  "edf_count": 128,
  "hold_class": "reg -> reg",
  "max_stage_delay_ns": 0.51,
  "die_width_microns": 115,
  "grt_pass1_wl_mm": 18.9,
  "wire_per_inst_microns": 21.8,
  "core_region_area_sq_mm": 0.0122,
  "cts_tree": "yes",
  "io_buffers": 22,
  "grt_pass1_vias": 3312,
  "vias": 3057,
  "final-hold-violation-count": 0,
  "critPathCaptureType": "primary output",
  "setup_viol": 0,
  "drc": 0,
  "maxCapViolCount": 0,
  "slowest_stage": "mux4_2",
  "grt_usage": 0.225,
  "via_per_inst": 5.51,
  "cts-resized-gates": 0,
  "place_area_sq_mm": 0.00692,
  "p_leak_uw": 0.00267,
  "worst_slew_pin_slew_ns": 0.731,
  "gr-total-overflow": 0,
  "antennaDiodeCount": 0,
  "slew_headroom": 0.511,
  "path_cells": "buf_4, mux4_2, a22oi_1, nand2_1, clkdlybuf4s50_1",
  "post-cts-setup-buffer-count": 0,
  "avgSynthCellArea_sq_um": 19.8,
  "cp_max_fo": 7,
  "gp_congestion": 0.763,
  "ys_warn_count": 7,
  "antenna_found_initial": 1,
  "synthTopCellsByCount": "edfxtp_1 (128), dfrtp_1 (39), mux4_2 (32)",
  "slew_violations": 0,
  "fp-row-count": 40,
  "ys_types": 28,
  "cp_data_arrival_time_ns": 2.38,
  "cts_hold_buf": 0,
  "synthCells": 322,
  "drt-total-wl_mm": 12.1,
  "tns_ns": 0,
  "cts.sinks": 168,
  "finalInstanceArea_sq_mm": 0.00759,
  "log.warning_count": 26,
  "ant_nets": 0,
  "synth_top_cell_by_count": "edfxtp_1",
  "critPathLaunchType": "flip-flop",
  "flop_cell": "edfxtp_1",
  "die_area_sq_mm": 0.0132,
  "whs_ns": 0.180,
  "synth.cell_area_sq_mm": 0.00636,
  "initCoreUtil": 0.521,
  "required_ns": 2.88,
  "drtIter0Drc": 225,
  "die_y_microns": 115,
  "peakVddDrop_uv": 840,
  "yosys-top-cells-area": "edfxtp_1 (60%), dfrtp_1 (15%), mux4_2 (11%)",
  "critical_path_class": "reg -> out",
  "rsz0062_at_grt": "no",
  "top_area_frac": 0.604,
  "synthArstFlopShare": 0.238,
  "hpwl_mm": 7.38,
  "ys_ff": 168,
  "top_area_cell": "edfxtp_1"
}
[worst paths after layout]
check                                                from                        endpoint  slack [ns]  cells past startpoint
setup / recovery             rptr_empty.rbin[0]$_DFF_PN0_                        rdata[4]        0.50                      5
hold / removal               rptr_empty.rptr[3]$_DFF_PN0_  sync_r2w.wq1_rptr[3]$_DFF_PN0_        0.18                      0
setup reg to reg              rptr_empty.rempty$_DFF_PN1_     rptr_empty.rempty$_DFF_PN1_        1.38                      7
hold reg to reg              rptr_empty.rptr[3]$_DFF_PN0_  sync_r2w.wq1_rptr[3]$_DFF_PN0_        0.18                      0
max in group clk1                                    winc       wptr_full.wfull$_DFF_PN0_        1.11                      9
max in group asynchronous                          rrst_n     rptr_empty.rempty$_DFF_PN1_        2.53                      2
min in group clk0          sync_w2r.rq1_wptr[1]$_DFF_PN0_  sync_w2r.rq2_wptr[1]$_DFF_PN0_        0.35                      0
min in group asynchronous                          wrst_n  sync_r2w.wq2_rptr[1]$_DFF_PN0_        0.64                      2
[metal layers]
layer,global-route usage,part of all wire
met5,0.0222,0
met4,0.0338,0.017
met3,0.0960,0.083
met2,0.309,0.45
met1,0.403,0.45
[flip-flops by register name (all words and copies together), names as in the netlist]
name / flops
sync_w2r.rq1_wptr: 5
rptr_empty.rempty: 1
sync_w2r.rq2_wptr: 5
rptr_empty.rptr: 5
sync_r2w.wq1_rptr: 5
sync_r2w.wq2_rptr: 5
wptr_full.wbin: 4
rptr_empty.rbin: 4
fifomem.mem: 128
wptr_full.wptr: 5
wptr_full.wfull: 1
[placed cells by master (no fill, tap or decap), types with 8 or more instances in the layout]
| master | n |
|---|---|
| clkbuf_16 | 20 |
| mux4_2 | 32 |
| clkdlybuf4s50_1 | 22 |
| nor2_1 | 15 |
| nand3_1 | 8 |
| nand2_1 | 13 |
| dfrtp_1 | 38 |
| edfxtp_1 | 128 |
| xor2_1 | 13 |
| a22oi_1 | 16 |
| xnor2_1 | 9 |
| buf_4 | 20 |
[per-stage QoR]
step	util	instances	power [uW]	setup slack (ns)
after floorplan	-	322	3950	1.25
after global placement	0.566	519	4690	0.626
after detailed placement	0.566	519	4690	0.650
after CTS	0.621	555	6710	0.485
after global routing	0.621	555	6980	0.394
final	0.621	555	6630	0.499
[power by group]
| part | leakage, uW | total, uW | internal, uW | switching, uW |
|---|---|---|---|---|
| Combinational | 0.000730 | 1940 | 994 | 942 |
| Sequential | 0.00163 | 2710 | 2490 | 220 |
| Clock | 0.000318 | 1980 | 1240 | 746 |
| Total | 0.00267 | 6630 | 4720 | 1910 |
[cell type report]
cell class	count	area, sq um
Clock inverter	14	165
Fill cell	894	4620
Tap cell	168	210
Clock buffer	22	508
Inverter	6	22.5
Timing Repair Buffer	44	410
Multi-Input combinational cell	133	1430
Sequential cell	168	4850
[worst max-delay path, delay by kind of cell (launching register included)]
kind	cells	cell delay, ns
multiplexers	1	0.51
AND-OR/OR-AND	1	0.38
AND/OR/NAND/NOR	1	0.10
flip-flops	1	0.49
buffers and inverters	2	0.64
[kinds of logic after synthesis]
group,after synthesis,share of synthesized area
fa+ha+maj,4,0.00787
flops,168,0.762
buf+inv,21,0.0142
compound gates,19,0.0238
xor+xnor,25,0.0401
mux,32,0.113
simple gates,53,0.0389
No activity file was given, so power comes from the tool's default toggle rates.
